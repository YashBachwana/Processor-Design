$ cat /design/flow/run.sh
#!/bin/bash
# OpenROAD 26Q1-2900-gdf79404cd8, Yosys 0.63+post, stock flow scripts
make -C /OpenROAD-flow-scripts/flow DESIGN_CONFIG=/design/flow/config.mk WORK_HOME=/design/flow/orfs finish
$ cat /design/flow/config.mk
export PLATFORM = sky130hd
export DESIGN_NAME = Control_Unit
export DESIGN_NICKNAME = Control_Unit
export VERILOG_FILES = /design/flow/design.v
export SDC_FILE = /design/flow/constraint.sdc
export NUM_CORES = 4
export LEC_CHECK = 1
export CORE_UTILIZATION = 30
export SYNTH_HDL_FRONTEND = slang
$ cat /design/flow/constraint.sdc
current_design Control_Unit

set clk_period 3.7
set clk_io_pct 0.2

create_clock -name clk0 -period $clk_period [get_ports {main_clk}]

set non_clock_inputs [all_inputs -no_clocks]
set_input_delay [expr $clk_period * $clk_io_pct] -clock clk0 $non_clock_inputs
set_output_delay [expr $clk_period * $clk_io_pct] -clock clk0 [all_outputs]
$ cat /design/flow/design.v
`timescale 1ns / 1ps
module clock_d(input main_clk, output slow_clk);
	reg [31:0] counter;
	always @ (posedge main_clk)
	begin
		counter <= counter + 1;	
	end
	assign slow_clk = counter[27];
endmodule
module division (input enable, input [7:0] divisor,input [7:0] dividend,output reg [7:0] quotient, output reg [7:0] remainder);
integer i;
reg [7:0] divisor_reg, dividend_reg;
reg [7:0] storage;
always @(divisor or dividend or enable)
begin
    if (~enable) 
    begin
        quotient = 8'b00000000;
        remainder = 8'b00000000;
    end 
    else 
    begin 
        divisor_reg = divisor;
        dividend_reg = dividend;
        storage = 8'b00000000; 
        for (i = 0; i < 8; i = i + 1) begin
            storage = {storage[6:0], dividend_reg[7]};
            dividend_reg[7:1] = dividend_reg[6:0];
            storage = storage - divisor_reg;
            if (storage[7] == 1) begin
                dividend_reg[0] = 0;
                storage = storage + divisor_reg;
            end
            else begin
                dividend_reg[0] = 1;
            end
        end
    quotient = dividend_reg;
    remainder = dividend - (divisor_reg * dividend_reg);
    end
end
endmodule
module Register_File(input mode,input [3:0] index_write,[3:0] index_read,input [7:0] write_data,output reg [7:0] Data);
    reg [7:0] register_file [15:0];  
    integer i;
    initial 
    begin      
                register_file[0] = 0;
                register_file[1] = 2;
                register_file[2] = 135;
                register_file[3] = 6;
                register_file[4] = 204;
                register_file[5] = 246;
                register_file[6] = 83;
                register_file[7] = 7;
                register_file[8] = 77;
                register_file[9] = 198;
                register_file[10] = 111;
                register_file[11] = 128;
                register_file[12] = 127;
                register_file[13] = 130;
                register_file[14] = 147;
                register_file[15] = 20;
    end 
    always @(*)
    begin
            if (mode == 0) begin
                Data = register_file[index_read];  
            end else begin
                register_file[index_write] = write_data;  
            end
        end
endmodule
module Instruction_File(input [3:0] index , output [7:0] Instruction) ;
    reg [7:0] Instruction_Set[6:0] ;  
    initial
    begin
Instruction_Set[0] = 8'b10010001;  
Instruction_Set[1] = 8'b01100001;  
Instruction_Set[2] = 8'b10010011;  
Instruction_Set[3] = 8'b10000001;  
Instruction_Set[4] = 8'b10100001;  
Instruction_Set[5] = 8'b10110000;  
Instruction_Set[6] = 8'b11111111;  
    end 
    assign Instruction = Instruction_Set[index] ; 
endmodule 
module Processor (input [7:0] instruction , input [7:0] operand , input [7:0] accumulator , output reg [15:0] result);
reg enable ;
wire [7:0]r, q;
initial begin 
    enable = 0 ; 
end 
division div (enable, operand, accumulator,q, r);
    always @(*)
    begin
        case(instruction[7:4])
            4'b0001: result = operand + accumulator;  
            4'b0010: result = accumulator - operand;  
            4'b0011: result = operand * accumulator;  
            4'b0000: begin   if (instruction[3:0] == 4'b0001) result = accumulator << 1;  
                        else if (instruction[3:0] == 4'b0010) result = accumulator >> 1;  
                        else if (instruction[3:0] == 4'b0011) result = {accumulator[0], accumulator[7:1]};  
                        else if (instruction[3:0] == 4'b0100) result = {accumulator[6:0], accumulator[7]};  
                        else if (instruction[3:0] == 4'b0101) result = {accumulator[7], accumulator[7:1]};  
                        else if (instruction[3:0] == 4'b0110) result = accumulator + 1;  
                        else if (instruction[3:0] == 4'b0111) result = accumulator -1 ;  
                    end
            4'b0101: result = operand & accumulator;  
            4'b0110: result = operand ^ accumulator;  
            4'b0111: begin  
                        if (accumulator >= operand) result = 0;
                        else result = 1;
                     end
            4'b1001: result = operand;  
            4'b1010: result = instruction[3:0];  
            default: result = 0;  
        endcase
        if (instruction[7:4] == 4'b0100)
        begin 
            enable = 1 ;
            result[15:8] = r ; 
            result[7:0] = q ; 
        end  
        else enable = 0 ; 
    end
endmodule
module Control_Unit(input main_clk,input[3:0] Indexing, output reg[7:0]  accumulator, output [7:0]regis); 
    reg [7:0] extra_register ;
    reg cb ; 
    reg [3:0] current_address ;
    wire [7:0] instruction ;
    wire [7:0] operand;
    wire [15:0] result;
    reg mode ; 
    reg [3:0]index_write ;
    wire clk ; 
	initial begin cb = 1; end
    initial begin
        current_address = 0 ;
        mode = 0 ; 
    end
    Processor Processor_inst(.instruction(instruction),.operand(operand),.accumulator(accumulator),.result(result));
    Instruction_File Instruction_File_inst(current_address,instruction) ; 
    Register_File Register_File_inst(mode,index_write,instruction[3:0],accumulator,operand) ;
    Register_File pls(mode,index_write,Indexing,accumulator,regis) ;
     always @(posedge main_clk) begin
        if (instruction == 8'b11111111) begin end  
        else begin
            if (instruction[7:4] == 4'b1010) mode = 1 ; 
               else mode = 0 ;
            case(instruction[7:4])
                4'b0001: {cb, accumulator} = result;  
                4'b0010: {cb, accumulator} = result;  
                4'b0011: {extra_register, accumulator} = result;  
                4'b0100: {extra_register, accumulator} = result;  
                4'b0000: begin  if (instruction[3:0] == 4'b0001) accumulator = result;  
                                else if (instruction[3:0] == 4'b0010) accumulator = result;  
                                else if (instruction[3:0] == 4'b0011) accumulator = result;  
                                else if (instruction[3:0] == 4'b0100) accumulator = result;  
                                else if (instruction[3:0] == 4'b0101) accumulator = result;  
                                else if (instruction[3:0] == 4'b0110) {cb, accumulator} = result;  
                                else if (instruction[3:0] == 4'b0111) {cb, accumulator} = result;  
                        end
                4'b0101: accumulator = result;  
                4'b0110: accumulator = result;  
                4'b0111: begin  
                            if (accumulator >= operand) cb = result;
                            else cb = result;
                         end
                4'b1001: accumulator = result;  
                4'b1010: index_write = result ;
                4'b1000: if (cb == 1) begin
                            current_address = instruction[3:0];   
                            current_address = current_address - 1;
                            end
                4'b1011: current_address = instruction[3:0] - 1;  
                default: begin end
               endcase
               current_address = current_address + 1 ;
            end
    end
endmodule
==> reports/results.ini <==
[outcome]
outcome = complete, no violations

[synth]
synth.distinct_cells = 77
edf_count = 17
yosys_area_um2 = 11600
synthFlopType = dlxtp_1
synth-async-reset-ratio = 0
synthesis.area_um2 = 11600
yosys_warnings = 0
area_leaders = dlxtp_1 (18%), ha_1 (14%), mux4_2 (11%), fa_1 (5.5%), xnor2_1 (5.3%)
synth_flops = 177
top_area_frac = 0.177
synthCells = 1264
avgSynthCellArea_um2 = 9.21
yosysTopAreaCell = dlxtp_1
ys_cells = 1264

[timing]
final-max-slew-violation-count = 0
unclocked_pins = 153
hold_viol = 0
finalClockPeriodUsage = 0.708
setup_ws_ps = 1080
finalSetupTns_ps = 0
finClkSkew_ps = 5.92
max_slew_margin = 0.420
rsz0062_at_grt = false
fmax_ghz = 0.382
whs_ps = 620
untimed_endpoints = 173
worstMarginPinSlew_ps = 863
fin_crit_ps = 2620
setup_viol = 0

[route]
dr.pass1.iters = 7
vias = 9148
diodes = 0
drt_iter0_markers = 571
wl_um = 29900
drtAntennaViolNets = 0
wl_per_cell_um = 16.8
avgViaCountPerCell = 5.14
drc = 0

[floorplanning]
rows = 71
die-area_um2 = 39600
initial_core_util = 0.307
num_io_pins = 21
core_area_um2 = 37900
die_y_um = 199
dieWidth_um = 199

[power]
net-switching-power_uw = 108
ir_worst_vdd_uv = 217
p_leak_uw = 0.00525
p_int_uw = 469
power.density_nw_per_um2 = 45.8
clkPwrFrac = 0.435
combPwrFrac = 0.073
p_seq_frac = 0.492
swShare = 0.187

[clock_network]
cts_buffer_depth = 2
hold_buffers = 0
post-cts-setup-buffer-count = 0
worstSkewPairLatency_ps = 250
htreeDepth = 1
path_clk_slew_ps = 60
numCtsBuffers = 3
cts-resized-gates = 0
cts_tree = yes
cts_root_buffer = clkbuf_16

[setup_path]
endpoint_kind = flip-flop
crit_fanout = 19
required_ps = 3880
cp.arrival_ps = 2800
crit_type = flip-flop to flip-flop
crit_path_start_kind = flip-flop

[final_layout]
drive_above_1_share = 0.106
areaGrowthSynthToFinish_pct = 8.11
fillCellCount = 3832
final_core_util = 0.332

[place]
dpl_worst_slack_ps = 1150
io_buffers = 20
place_hpwl_um = 22100
gp_congestion = 0.898

[hold_path]
hold_path_class = flip-flop to flip-flop

[grt]
overflow = 0
grt_pass1_wl_um = 47500
track_usage = 0.159
grt_antenna_before_repair = 1
grt_max_degree = 33
grt_pass1_vias = 8773

[run]
maxCapViolCount = 0
tool_warnings = 51

sequential cells by signal, indices dropped and copies added, names as in the netlist:
name                               count
cb                                     1
mode                                   1
pls.Data                               8
Register_File_inst.register_file     128
index_write                            4
Processor_inst.result                  9
accumulator                            8
Register_File_inst.Data                8
current_address                        3
Instruction_File_inst.Instruction      7
power by group through the flow:
stage	logic [uW]	clock network, uW	registers, uW
final	41.9	251	284
after global routing	45.5	271	284
after CTS	43.1	253	284
cell usage after synthesis (all sizes together) (8+ instances only):
| master | n |
|---|---|
| dlxtp | 137 |
| ha | 130 |
| nor2 | 106 |
| inv | 93 |
| nand2 | 88 |
| a21oi | 79 |
| xnor2 | 71 |
| mux4 | 56 |
| o21ai | 56 |
| clkbuf | 34 |
| xor2 | 33 |
| fa | 32 |
| a21o | 27 |
| nor3 | 27 |
| o21bai | 19 |
| mux2 | 18 |
| edfxtp | 17 |
| dlxtn | 16 |
| buf | 15 |
| nand3 | 15 |
| nor2b | 15 |
| or3 | 14 |
| a211oi | 12 |
| o21a | 12 |
| o211ai | 11 |
| nand2b | 10 |
| mux2i | 8 |
| o2111ai | 8 |
metal layers:
| metal | GRT usage | routed length (um) | vias to the layer above |
|---|---|---|---|
| met2 | 0.255 | 13900 | 247 |
| li1 | - | - | 4547 |
| met1 | 0.226 | 13600 | 4320 |
| met5 | 0 | 7 | - |
| met3 | 0.0389 | 2130 | 32 |
| met4 | 0.0202 | 391 | 2 |
cell usage in the layout (no fill, tap or decap), drive strengths merged, types with 10 or more instances in the layout:
master,instances
a21oi,79
nor2,106
a21o,27
inv,93
mux2,18
xor2,33
nor2b,15
edfxtp,17
nand2,88
o21bai,19
o21ai,56
mux4,56
nand3,15
or3,14
nand2b,10
o21a,12
dlxtp,137
fa,32
buf,32
o211ai,11
dlxtn,16
nor3,27
a211oi,12
xnor2,71
ha,130
clkdlybuf4s50,19
final timing paths:
| kind | startpoint | cells after the start | endpoint | slack (ps) |
|---|---|---|---|---|
| worst max-delay path | Instruction_File_inst.Instruction[6]$_DFF_P_ | 11 | Instruction_File_inst.Instruction[6]$_DFF_P_ | 1080 |
| worst min-delay path | current_address[0]$_DFFE_PN_ | 1 | current_address[0]$_DFFE_PN_ | 620 |
| worst max register to register | Instruction_File_inst.Instruction[6]$_DFF_P_ | 11 | Instruction_File_inst.Instruction[6]$_DFF_P_ | 1080 |
| worst min register to register | current_address[0]$_DFFE_PN_ | 1 | current_address[0]$_DFFE_PN_ | 620 |
critical path, cell delays in order, from the launching register on:
cell,delay (ps)
dfxtp_1,690
nand2b_1,250
a21o_1,210
nor2_1,60
a21oi_1,200
inv_1,80
ha_1,200
xnor2_1,130
mux2_2,320
nor2_1,190
nand2_1,110
o21ai_0,100
area by class of cell:
type	count	area, um^2	share of cell area
Timing Repair Buffer	51	428	0.0340
Clock buffer	4	88.8	0.00706
Sequential cell	177	2950	0.234
Tap cell	511	639	0.0508
Inverter	94	353	0.0280
Multi-Input combinational cell	944	8130	0.646
cells by family (layout without fill, tap and decap cells):
logic type | after synthesis | count (layout) | share of synthesized area
and+or+nand+nor | 314 | 314 | 0.126
DFF | 24 | 24 | 0.0559
buffers and inverters | 143 | 149 | 0.0485
xor gates and xnor gates | 104 | 104 | 0.0789
muxes | 82 | 82 | 0.133
AOI/OAI and AO/OA | 282 | 282 | 0.166
adders and majority gates | 162 | 162 | 0.195
latches | 153 | 153 | 0.198
stage by stage:
step	total power [uW]	cell area, um^2	instances
6_report	577	12600	1781
5_1_grt	600	12600	1781
4_1_cts	580	12600	1781
3_5_place_dp	333	12500	1777
3_3_place_gp	333	12500	1777
2_1_floorplan	323	11600	1264
Power and IR drop assume default switching activity.
